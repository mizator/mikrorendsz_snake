## design.v

```verilog
`timescale 1ns / 1ps
module shr(
	input 			i_sysclk,
	input 			i_sysrst,
	input 			i_din, 		 
	input 			i_sh, 		 
	input 			i_ld,		 
	input 	[7:0] 	i_ld_data, 	 
	output 			o_dout, 	 
	output 	[7:0] 	o_dstr 		 
);
reg [7:0] r_shr;
always @ (posedge i_sysclk)
begin
	if(i_sysrst)
		r_shr <= 8'b0;
	else if(i_ld)
		r_shr <= i_ld_data;
	else if(i_sh)
		r_shr <= {r_shr[6:0], i_din};
end
assign o_dstr = r_shr;
assign o_dout = r_shr[7];
endmodule
```

## run.sh

```bash
#!/bin/bash
# OpenROAD 26Q1-2900-gdf79404cd8, Yosys 0.63+post, stock flow scripts
make -C /OpenROAD-flow-scripts/flow DESIGN_CONFIG=/design/flow/config.mk WORK_HOME=/design/flow/orfs finish
```

## config.mk

```make
export PLATFORM = sky130hd
export DESIGN_NAME = shr
export DESIGN_NICKNAME = shr
export VERILOG_FILES = /design/flow/design.v
export SDC_FILE = /design/flow/constraint.sdc
export NUM_CORES = 4
export LEC_CHECK = 1
export CORE_AREA = 10 10 70 70
export DIE_AREA = 0 0 80 80
```

## constraint.sdc

```tcl
current_design shr

set clk_period 1.1
set clk_io_pct 0.2

create_clock -name clk0 -period $clk_period [get_ports {i_sysclk}]

set non_clock_inputs [all_inputs -no_clocks]
set_input_delay [expr $clk_period * $clk_io_pct] -clock clk0 $non_clock_inputs
set_output_delay [expr $clk_period * $clk_io_pct] -clock clk0 [all_outputs]
```

==> flow_summary.yaml <==
# yosys + openroad results
power_and_ir_drop:
  report.power.total_uw: 712
  power_switching_share: 0.220
  clockPowerShare: 0.302
  p_leak_nw: 0.315
  netSwitchingPower_uw: 157
  sequentialPowerShare: 0.460
  p_int_uw: 556
  power.density_nw_per_um2: 1000
  vdd_drop_max_uv: 367
  comb_power_share: 0.238
floorplanning:
  fp_util: 0.110
  floorplan_die_area_um2: 6400
  die-width_um: 80
  fp-row-count: 21
  die_ht_um: 80
  io-pin-count: 22
  core_region_area_um2: 3420
critical_path:
  cp-startpoint: "i_sh"
  kind_of_end_point_of_the_critical_path: "flop"
  crit_buf_inv: 2
  worst-endpoint-required_ns: 1.22
  cp_slowest_stage_delay_ns: 0.51
  r2r_startpoint: "r_shr[0]"
  crit_path_top_delay_cell: "clkdlybuf4s50_1"
  critical_path.top_delay_family: "buffers and inverters"
  timing.critical_path.fanout_max: 8
  critPathKind: "in -> reg"
  timing.critical_path.cells: "clkdlybuf4s50_1 -> buf_12 -> mux2i_1 -> a211oi_1"
  cp_data_arrival_time_ns: 1.17
  worst_setup_path_start_kind: "primary input"
global_route:
  grt.overflow.total: 0
  grt_antenna_before_repair: 0
  grt_start_max_net_pins: 10
  first_global_vias: 396
  first_pass_grt_wire_length_um: 1810
  gr_util_all_layers: 0.0363
yosys:
  yosys_chip_area_um2: 377
  ys.flops: 8
  ys_seq_share: 0.425
  syn-mean-instance-area_um2: 10.5
  yosysWarnings: 1
  post_synth_inst_count: 36
  ys_types: 8
  synth-cells-yosys: 36
  syn-cell-area_um2: 377
cells_and_area:
  reg_top3: "r_shr: 8 flops"
  largest_register_ff_count: 8
  fillers: 389
  utilization: 0.208
  non_filler_cells_final: 110
  seqCellArea_um2: 169
  most-common-layout-cells: "clkdlybuf4s50_1, mux2i_1, nor2b_1, a211oi_1, dlygate4sd2_1"
  area_delta_synth_final_pct: 88.4
  combGateArea_um2: 190
  top_register: "r_shr"
  layout.cell_area.non_filler_um2: 709
  layout.cells.most_common: "clkdlybuf4s50_1"
  final_layout_size_suffix_gt1_frac: 0.297
final_timing:
  worstMarginPinSlew_ns: 0.299
  timing.final.hold_violations: 0
  fin_worst_skew_ns: 0.00181
  relSlewSlack: 0.800
  least_setup_slack_across_all_paths_after_layout_ns: 0.0520
  setup_repair_after_global_routing_missed_its_margin: "false"
  report.final.slew_viol_count: 0
  timing.final.crit_share: 0.953
  report.final.setup_viol: 0
  final.min_clock_period_ns: 1.05
  fmaxAchievable_mhz: 954
placement:
  worst_slack_at_placement_ns: -0.218
  dpl.hpwl_um: 962
  portBuffers: 21
  dp.cells: 104
  placed_cell_area_um2: 664
  gp_congestion: 0.699
drt:
  drt_pre_antenna_iters: 3
  remaining_drc_errors: 0
  insertedDiodeCount: 0
  drt_wl_total_um: 1160
  dr_wl_cell_um: 10.5
  antenna_left: 0
  drt-vias-per-instance: 3.48
  vias: 383
  drt_iter0_markers: 19
hold_path:
  hold_path_startpoint: "i_ld"
  timing.hold.worst.class: "in -> reg"
cts:
  cts_htree_levels: 1
  cts_tree: "yes"
  root_buffer_master: "clkbuf_4"
  tritoncts_num_sinks: 8
  ctsLongestPathBuffers: 2
  worstSkewPairLatency_ns: 0.25
  path_clk_slew_ns: 0.05
  cts_buf_count: 3
outcome:
  run_status: "finished clean"
job:
  cap_violations: 0
  warning_count: 25
==> power by group through the flow <==
| stage | Clock [mW] | Sequential, mW | Combinational [mW] |
|---|---|---|---|
| finish | 0.215 | 0.328 | 0.169 |
| global route | 0.243 | 0.331 | 0.186 |
| CTS | 0.227 | 0.328 | 0.174 |
==> synthesized netlist by cell type <==
cell type  count  area share
a211oi_1       8        0.16
dfxtp_1        8        0.43
mux2i_1        8        0.21
nor2b_1        8        0.13
buf_1          1       0.010
buf_4          1       0.020
buf_6          1       0.030
inv_2          1       0.010
==> metrics by stage <==
step	setup TNS (ns)	hold WS, ns
floorplan	0	0.411
global placement	-1.42	0.559
detailed placement	-1.63	0.569
CTS	0	0.574
global route	0	0.521
finish	0	0.483
==> cell families after synthesis <==
family	share of synthesized area
buf+inv	0.0698
mux	0.213
flops	0.425
simple gates	0.133
compound gates	0.159
==> metal layers <==
layer / up-vias / track usage / wire, um
met5: - / 0 / 0
met4: 0 / 0.00176 / 4
met3: 2 / 0.0318 / 187
met2: 19 / 0.0441 / 411
met1: 174 / 0.0484 / 553
li1: 188 / - / -
==> final timing paths <==
kind,slack (ns),cells past startpoint,endpoint
worst max register to register,0.29,3,r_shr[1]
worst max-delay path,0.05,4,r_shr[1]
worst min-delay path,0.48,3,r_shr[5]
worst min register to register,0.57,2,r_shr[2]
==> layout make-up <==
type / instances / area share
timing repair buffer: 28 / 0.376
multi-input combinational: 24 / 0.268
sequential: 8 / 0.238
tap: 46 / 0.0811
clock buffer: 3 / 0.0317
inverter: 1 / 0.00529
==> worst reg2reg max path, delay by kind of cell (launching register included) <==
kind	cells	cell delay, ns
DFF	1	0.32
buffers and inverters	1	0.11
muxes	1	0.07
AOI/OAI and AO/OA	1	0.23
==> repair_timing <==
item                       in CTS  in global routing
setup endpoints to repair       9                  9
setup buffers                   3                  0
gates resized                  18                  2
hold buffers                    0                  0
Power figures rest on the tool's default switching activity, not on a simulated workload.
