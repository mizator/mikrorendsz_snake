`design/flow/run.sh`:
```
#!/bin/bash
# OpenROAD 26Q1-2900-gdf79404cd8, Yosys 0.63+post, stock flow scripts
make -C /OpenROAD-flow-scripts/flow DESIGN_CONFIG=/design/flow/config.mk WORK_HOME=/design/flow/orfs finish
```
`design/flow/config.mk`:
```
export PLATFORM = sky130hd
export DESIGN_NAME = sckgen
export DESIGN_NICKNAME = sckgen
export VERILOG_FILES = /design/flow/design.v
export SDC_FILE = /design/flow/constraint.sdc
export NUM_CORES = 4
export LEC_CHECK = 1
export CORE_AREA = 10 10 75 75
export DIE_AREA = 0 0 85 85
```
`design/flow/constraint.sdc`:
```
current_design sckgen

set clk_period 2.9
set clk_io_pct 0.2

create_clock -name clk0 -period $clk_period [get_ports {i_sysclk}]

set non_clock_inputs [all_inputs -no_clocks]
set_input_delay [expr $clk_period * $clk_io_pct] -clock clk0 $non_clock_inputs
set_output_delay [expr $clk_period * $clk_io_pct] -clock clk0 [all_outputs]
```
`design/flow/design.v`:
```
`timescale 1ns / 1ps
module sckgen(
	input 			i_sysclk, 		 
	input 			i_sysrst, 		 
	input 			i_en, 			 
	input 	[7:0] 	i_baudrate, 	 
	output 			o_sck, 			 
	output 			o_sck_rise, 	 
	output 			o_sck_fall 		 
);
reg [7:0] r_cntr;
always @ (posedge i_sysclk)
begin
	if (i_sysrst)
		r_cntr <= 8'b0;
	else if(i_en) begin
		if(r_cntr == i_baudrate)
			r_cntr <= 8'b0;
		else
			r_cntr <= r_cntr + 1'b1;
	end
	else 
		r_cntr <= 8'b0;
end
reg r_sck;
always @ (posedge i_sysclk)
begin
	if (i_sysrst)
		r_sck <= 1'b0;
	else if(~i_en)
		r_sck <= 1'b0;
	else if(r_cntr == i_baudrate)
		r_sck <= ~r_sck;
end
assign o_sck 		= ( r_sck) & (i_en);
assign o_sck_rise 	= (~r_sck) & (r_cntr == i_baudrate) & (i_en);
assign o_sck_fall 	= ( r_sck) & (r_cntr == i_baudrate) & (i_en);
endmodule
```
==> flow_metrics.tcl <==
# metrics dict for downstream scripts
set metrics [dict create \
    outcome "complete, no violations" \
    design.core.area_mm2 0.00406 \
    end_kind "output port" \
    path_max_fanout 2 \
    synth-seq-cells 9 \
    antennaDiodeCount 0 \
    syn_area_per_cell_um2 9.22 \
    cts_tree "built" \
    rows 23 \
    num_io_pins 14 \
    worst_pin_slew_ns 0.542 \
    drcViolationCount 0 \
    holdWs_ns 0.494 \
    placed_area_um2 663 \
    clkLatencyLatePin_ns 0.23 \
    ys_cells 51 \
    ys_area_um2 470 \
    cap_violations 0 \
    final.setup.tns_ns 0 \
    cp-start-kind "primary input" \
    timing.slew.headroom_pct 63.6 \
    hold_class "reg2reg" \
    postCtsSetupBuffers 0 \
    required_ns 2.32 \
    dr.pass1.iters 4 \
    numCtsBuffers 3 \
    clock_sinks 9 \
    fin_worst_skew_ns 0.00180 \
    antenna_found_initial 0 \
    min_period_ns 2.80 \
    grt_pass1_vias 455 \
    chipArea_mm2 0.00723 \
    syn_area_um2 470 \
    fin_crit_sh_pct 96.4 \
    wire_per_inst_um 9.45 \
    htreeDepth 1 \
    timing.fmax_mhz 358 \
    die_h_um 85 \
    wl_mm 1.12 \
    tool_warnings 25 \
    powerDensity_mw_per_mm2 401 \
    hold_viol 0 \
    arrival_ns 2.22 \
    synthDistinctLibCells 18 \
    grt_max_degree 8 \
    layout_top_cell "clkdlybuf4s50_1" \
    ys_warn_count 1 \
    hpwlAfterDp_um 905 \
    p_leak_nw 0.261 \
    fp_util_pct 11.6 \
    peakVddDrop_uv 91.5 \
    rsz0062_at_grt "false" \
    root_buffer "clkbuf_8" \
    crit_type "in2out" \
    cts_buffer_depth 2 \
    setup_violations 0 \
    drive_gt1_share_pct 14.7 \
    syn_to_final_growth_pct 60.1 \
    layout_top_cells "13 x clkdlybuf4s50_1, 9 x dfxtp_1, 6 x xnor2_2, 6 x nor2_1, 5 x xnor2_1" \
    grt_first_pass_wirelength_mm 2.00 \
    ys_seq_share_pct 38.3 \
    finalNonFillerCells 118 \
    num_vias 391 \
    slew_violations 0 \
    postSynthCellCount 51 \
    grt_util_all_layers_pct 3.35 \
    grt_overflow 0 \
    clk_pin_slew_worst_paths_ns 0.04 \
    chipWidth_um 85 \
    via_per_inst 3.31 \
    nFillCells 427 \
    ant_nets 0 \
    dpl.cell_count 114 \
    drt_iter0_markers 28 \
    globalplace.congestion 0.731 \
    portBuffers 13 \
    final_area_um2 753 \
]
-- metrics by stage --
step                util, %  power, mW  setup WS [ns]
detailed placement     16.3      0.159         0.0961
global route           18.6      0.321        0.00371
CTS                    17.5      0.303         0.0942
finish                 18.6      0.302          0.104
floorplan                 -      0.141           1.20
global placement       16.3      0.158          0.116
-- cell families (layout without fill, tap and decap cells) --
group / Yosys count / count (layout) / synth area share (%)
xor gates and xnor gates: 14 / 14 / 26.1
and+or+nand+nor: 24 / 24 / 29.3
DFF: 9 / 9 / 38.3
adders and majority gates: 1 / 1 / 2.66
buffers and inverters: 0 / 17 / 0
AOI/OAI and AO/OA: 3 / 3 / 3.72
-- final timing paths --
path | from | end | slack, ns | cells after the start
max | i_baudrate[6] | o_sck_rise | 0.10 | 6
min | r_sck | r_sck | 0.49 | 2
max reg2reg | r_cntr[4] | r_cntr[4] | 1.45 | 4
min reg2reg | r_sck | r_sck | 0.49 | 2
-- report_power, final --
group | internal, mW | total (mW) | switching [mW]
logic | 0.0220 | 0.0333 | 0.0113
registers | 0.126 | 0.128 | 0.00212
clock network | 0.0954 | 0.141 | 0.0453
-- per-layer routing --
metal | routed length [µm] | vias up | track usage, %
met1 | 497 | 169 | 4.20
li1 | - | 215 | -
met2 | 527 | 7 | 4.90
met5 | 0 | - | 0
met4 | 0 | 0 | 0.749
met3 | 90 | 0 | 1.83
-- sequential cells by signal (all words and copies together), names as in the netlist --
signal,count
r_sck,1
r_cntr,8
-- final cells by class --
type                            instances  area [µm²]  area share, %
Sequential cell                         9         180           23.9
Clock buffer                            4        45.0           5.98
Multi-Input combinational cell         42         335           44.5
Tap cell                               50        62.6           8.31
Timing Repair Buffer                   13         130           17.3
-- cells in the mapped netlist, drive strengths merged --
cell	number	area (µm²)
xnor2	11	96.3
nor2b	2	12.5
dfxtp	9	180
nand4	3	18.8
nor2	6	22.5
and2	1	6.26
nor3b	1	7.51
and3	3	18.8
nand3	2	10.0
a21boi	1	7.51
nand2	2	7.51
or3	1	6.26
and4	3	27.5
ha	1	12.5
xor2	3	26.3
o21ai	2	10.0
-- worst max-delay path, stage by stage --
cell	delay (ns)
clkdlybuf4s50_1	0.50
xnor2_2	0.12
and4_2	0.24
nand2_1	0.07
nor3b_1	0.20
clkdlybuf4s50_1	0.50
-- what timing repair did --
action                     in CTS  in global routing
hold buffers                    0                  0
gates resized                   0                  6
setup endpoints to repair       0                  1
Power is estimated from default activity; no workload was simulated.
